==> flow/config.mk <==
export PLATFORM = sky130hd
export DESIGN_NAME = mod6
export DESIGN_NICKNAME = mod6
export VERILOG_FILES = /design/flow/design.v
export SDC_FILE = /design/flow/constraint.sdc
export NUM_CORES = 4
export LEC_CHECK = 1
export CORE_AREA = 10 10 70 70
export DIE_AREA = 0 0 80 80
==> flow/constraint.sdc <==
current_design mod6

set clk_period 2.0
set clk_io_pct 0.2

create_clock -name clk0 -period $clk_period [get_ports {clock}]

set non_clock_inputs [all_inputs -no_clocks]
set_input_delay [expr $clk_period * $clk_io_pct] -clock clk0 $non_clock_inputs
set_output_delay [expr $clk_period * $clk_io_pct] -clock clk0 [all_outputs]
==> flow/design.v <==
module mod6(
  	output wire [3:0] tens, 
    output wire       tc, zero,
    input wire        clearn, loadn, clock, en,
    input wire  [3:0] data); 
    reg [3:0] counter; 
    always @(posedge clock, negedge clearn)
        begin
          if (clearn == 1'b0)
              counter <= 0;
            else
              if (en == 1'b0)
                begin
                  if (loadn == 1'b0)
                    counter <= data;
                end
          	  else 
                begin
                  if (counter == 0)
                      counter <= 5;
                  else
                      counter <= counter - 1;
                end 
        end
    assign tc = ((counter == 0) && (en == 1'b1)) ? 1'b1 : 1'b0;
    assign zero = (counter == 0) ? 1'b1 : 1'b0;
    assign tens = counter;
endmodule
==> flow/run.sh <==
#!/bin/bash
# OpenROAD 26Q1-2900-gdf79404cd8, Yosys 0.63+post, stock flow scripts
make -C /OpenROAD-flow-scripts/flow DESIGN_CONFIG=/design/flow/config.mk WORK_HOME=/design/flow/orfs finish
==> flow_summary_export.csv <==
group,metric,value,unit
status,outcome,"complete, no violations",
power,p_leak,0.172,nW
final_layout,top_regs,"counter x4",
floorplanning,die_y,80,um
power,power,0.365,mW
final_layout,fin_util,13.6,%
final_layout,drive_above_1_share,21.4,%
floorplanning,core,3420,um2
worst_setup_path,crit_arrival,1.49,ns
placement,routabilityCongestion,0.757,
route,ant_nets,0,
worst_setup_path,r2r_setup_slack,0.96,ns
timing,max_freq,0.528,GHz
timing,rsz0062_at_grt,"false",
timing,min_period,1.89,ns
clocking,cts_htree_levels,1,
synthesis,xor_share,3.52,%
timing,holdWs,0.360,ns
grt,track_usage,2.53,%
route,avgViaCountPerCell,2.99,
final_layout,max_flop_register,"counter",
floorplanning,fp_util,7.29,%
synthesis,syn_inst,25,
timing,worstMarginPinSlew,0.265,ns
clocking,clk_pin_slew_worst_paths,0.04,ns
grt,grt_max_degree,9,
synthesis,synth_cell_types,18,
route,via_count,263,
final_layout,lay_top_count,"clkdlybuf4s50_1",
power,power.switching,0.110,mW
clocking,cts_root_buf,"clkbuf_4",
worst_setup_path,cp_max_fo,5,
floorplanning,fp-row-count,21,
route,antennaDiodeCount,0,
worst_setup_path,path_cells,"nor4_1 -> clkdlybuf4s50_1",
worst_setup_path,path_buffers,1,
clocking,cts_sinks,4,
floorplanning,fp.dieW,80,um
power,swShare,30.2,%
worst_setup_path,ff2ff_path_depth,2,
timing,timing.final.ws_setup,0.107,ns
grt,overflow,0,
final_layout,fin_area,464,um2
worst_setup_path,r2r_start,"counter[1]$_DFFE_PN0P_",
route,routed_wl,766,um
grt,grt_pass1_wl,1300,um
placement,portBuffers,13,
flow_run,log.warning_count,25,
power,sequentialPowerShare,37.7,%
clocking,clk_path_buf_depth,2,
route,drc,0,
worst_setup_path,crit_required,1.60,ns
timing,hold_viol_final,0,
power,powerDensity,786,nW/um2
timing,setup_viol_count_final,0,
route,drt-pass1-iter-count,2,
synthesis,ys_sh_simple,15.6,%
worst_setup_path,cp-start-kind,"flop",
worst_setup_path,critical-path-top-delay-family,"buffers and inverters",
route,drt_iter0_drc,4,
synthesis,synthAoiAreaFrac,24.6,%
placement,hpwl,605,um
grt,antenna_found_initial,0,
synthesis,yosys_warnings,1,
synthesis,ys_chip_area,249,um2
floorplanning,die_area,6400,um2
synthesis,top_cell_area_share,40.2,%
synthesis,numSynthFlops,4,
power,peakVddDrop,0.308,mV
timing,finalClockPeriodUsage,94.7,%
placement,dp_slack,-0.0179,ns
grt,first_global_vias,276,
timing,maxSlewHeadroom,82.1,%
min_path,hold_class,"in2async",
synthesis,syn_avg_cell_area,9.96,um2
synthesis,ys_cells,25,
clocking,cts_tree,"yes",
worst_setup_path,cp_slowest_stage_delay,0.52,ns
worst_setup_path,path_class,"reg2out",
final_layout,largest_register_ffs,4,
power,power_frac_clock,28.4,%
floorplanning,ios,14,
synthesis,synth.area.mux_share,10.1,%
synthesis,ys_seq_share,40.2,%
power,comb_power_share,33.8,%
synthesis,netlist_area,249,um2
placement,post_dp_cell_area,440,um2
final_layout,mostFrequentLayoutCells,"clkdlybuf4s50_1, dfrtp_1, clkbuf_4",
power,internal-power,0.255,mW
clocking,clock_latency,0.24,ns
clocking,numCtsBuffers,3,
worst_setup_path,worstReg2RegEnd,"counter[3]$_DFFE_PN0P_",
timing,slew_violations,0,
synthesis,yosysTopAreaCell,"dfrtp_1",
worst_setup_path,cp-end-kind,"output pin",
synthesis,synth_adder_area_share,0,%
synthesis,logic_family,"AND-OR/OR-AND gates",
synthesis,topCellsByArea,"dfrtp_1, a211oi_1, mux2_4",
final_layout,area_growth,86.4,%
timing,skew,0.00835,ns
route,wire_per_inst,8.70,um
flow_run,max-cap-violations,0,
worst_setup_path,slowest_stage,"clkdlybuf4s50_1",
==> synthesized netlist by cell type (all sizes together) <==
library cell / count
nor3: 1
nor4: 1
o221ai: 1
nor2b: 1
inv: 1
mux2i: 1
xnor2: 1
a21oi: 2
mux2: 1
buf: 1
a211oi: 2
o21ai: 1
o21bai: 1
nand2: 3
dfrtp: 4
nor2: 2
o311ai: 1
==> what timing repair did <==
item                       in CTS  in global routing
setup endpoints to repair       1                  0
hold buffers                    0                  0
buffers inserted                0                  0
gates resized                   2                  0
==> final cells by class <==
type / count / area [um2]
multi-input cells: 19 / 136
inverters: 1 / 3.75
repair buffers: 15 / 144
fillers: 409 / 2950
clock buffers: 3 / 22.5
well taps: 46 / 57.6
flip-flops and latches: 4 / 100
==> how the worst max path moves through the flow <==
stage	cells past startpoint	slack, ns	from	to
CTS	2	0.09	counter[1]$_DFFE_PN0P_	zero
global route	2	0.02	counter[0]$_DFFE_PN0P_	zero
finish	2	0.11	counter[1]$_DFFE_PN0P_	zero
==> per-stage QoR <==
| stage | TNS (ns) | std cells |
|---|---|---|
| after global routing | 0 | 88 |
| after CTS | 0 | 88 |
| after global placement | -0.00399 | 85 |
| final | 0 | 88 |
| after detailed placement | -0.0179 | 85 |
| after floorplan | 0 | 25 |
==> metal layers <==
layer  share of wire (%)  GRT usage, %  vias up
li1                    -             -      128
met1                  40          2.53      121
met2                  38          3.29       14
met3                  22          3.07        0
met4                   0         0.528        0
met5                   0             0        -
==> power groups by stage <==
| stage | combinational [mW] | sequential, mW | clock (mW) |
|---|---|---|---|
| finish | 0.123 | 0.138 | 0.104 |
| global route | 0.139 | 0.142 | 0.115 |
| CTS | 0.126 | 0.137 | 0.109 |
==> cell families after synthesis <==
group / after synthesis
AOI/OAI and AO/OA: 8
xor gates and xnor gates: 1
buffers and inverters: 2
DFF: 4
muxes: 2
and+or+nand+nor: 8
Power and IR drop assume default switching activity.
