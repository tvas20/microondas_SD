### flow/config.mk
export PLATFORM = sky130hd
export DESIGN_NAME = div
export DESIGN_NICKNAME = div
export VERILOG_FILES = /design/flow/design.v
export SDC_FILE = /design/flow/constraint.sdc
export NUM_CORES = 4
export LEC_CHECK = 1
export CORE_AREA = 10 10 70 70
export DIE_AREA = 0 0 80 80
### flow/constraint.sdc
current_design div

set clk_period 1.6
set clk_io_pct 0.2

create_clock -name clk0 -period $clk_period [get_ports {clk}]

set non_clock_inputs [all_inputs -no_clocks]
set_input_delay [expr $clk_period * $clk_io_pct] -clock clk0 $non_clock_inputs
set_output_delay [expr $clk_period * $clk_io_pct] -clock clk0 [all_outputs]
### flow/design.v
module div (divs, clk);
    input wire clk;
    output wire divs;
    reg fim = 0;
    reg [6:0] reg_count = 0;
    assign divs = fim;
    always @ (posedge clk) 
    begin
        reg_count <= reg_count + 1; 
        if (reg_count == 7'b1100011)
        begin
            fim <= 1;
            reg_count <= 0;
        end
        else
        begin
            fim <= 0;
        end        
    end
endmodule
### flow/run.sh
#!/bin/bash
# OpenROAD 26Q1-2900-gdf79404cd8, Yosys 0.63+post, stock flow scripts
make -C /OpenROAD-flow-scripts/flow DESIGN_CONFIG=/design/flow/config.mk WORK_HOME=/design/flow/orfs finish
==> results.cfg <==
; yosys + openroad results
[clock_tree]
numCtsBuffers = 3
cts_setup_buffers = 0
cts_max_level = 1
hold_buffers = 0
clk_pin_slew_worst_paths_ps = 40
cts_buffer_depth = 2
tritoncts = yes
cts_root_buf = clkbuf_4
cts_sinks = 8
clkLatencyLatePin_ps = 250
ctsResizeCount = 0

[critical_path]
path_class = flip-flop to flip-flop
cp_slowest_cell = dfxtp_1
slowest_delay_ps = 370
critPathCaptureType = flip-flop
cp.buffers_inverters = 0
crit_path_cell_trace = ha_1, nand4bb_4, nor3b_2, nor2b_1
cpLargestDelayFamily = simple AND/OR/NAND/NOR gates
crit_fanout = 5
cp-start-kind = flip-flop
cp.arrival_ps = 1470
required_ps = 1720

[floorplanning]
num_io_pins = 2
core_area_um2 = 3420
die_w_um = 80
rows = 21
die-area_um2 = 6400
die_h_um = 80
fp_util_pct = 9.41

[global_route]
grt_max_degree = 7
grt_pass1_vias = 228
antenna_found_initial = 0
grt_pass1_wl_um = 890
grt_usage_pct = 1.74
grt.overflow.total = 0

[logic_synthesis]
simple_gate_area_share_pct = 30.4
fa_ha_area_share_pct = 3.89
yosysWarningCount = 1
ys_sh_aoi_pct = 4.67
most_common_cell = dfxtp_1
largest_area_cell = dfxtp_1
synth-xor-area-share_pct = 8.17
syn_area_per_cell_um2 = 10.7
ys_top_logic_family = simple AND/OR/NAND/NOR gates
synth_cells = 30
ys.flops = 8
yosys_cells = 30
ys_async_sr_fraction_pct = 0
common_cells = 8 x dfxtp_1, 3 x nand2_1, 3 x nor2_1, 3 x xnor2_1
ys_types = 15
ff_type = dfxtp_1
yosys_area_um2 = 322
syn_area_um2 = 322
synthTopCellsByArea = dfxtp_1 50%, nand4bb_4 8.6%, xnor2_1 8.2%
synth_seq_share_pct = 49.8
synth.area.mux_share_pct = 3.11
top_cell_area_share_pct = 49.8
edf_count = 0

[route]
wl_met3_um = 45
vias = 212
viasPerCell = 2.65
firstDrtPassIters = 2
ant_nets = 0
dr_wl_met2_um = 193
postRouteWirelength_um = 467
wl_met1_um = 219
drc = 0
insertedDiodeCount = 0
wl_per_cell_um = 5.84
drtIter0Drc = 2
highest_layer = met4

[final_timing]
finalCritPeriodShare_pct = 84.5
post-route-min-period_ps = 1350
tns_ps = 0
slew_viol_final = 0
skew_ps = 10.7
fmax_mhz = 740
hold_viol = 0
worst_pin_slew_ps = 318
slew_headroom_pct = 78.7
finalSetupViolCount = 0
fin_hold_ws_ps = 467
rsz0062_at_grt = false

[layout]
final_cells = 80
drive_above_1_share_pct = 14.7
fillCellCount = 396
logic_area_um2 = 161
seq_area_um2 = 160
stdcell_area_um2 = 412
area_growth_syn_to_layout_pct = 28.0

[job]
max_cap_viol_count = 0
tool_warnings = 25

[placed_design]
hpwl_um = 320
dp_cells = 77
portBuffers = 1
place_area_um2 = 389
gp_congestion = 0.784

[power_and_ir_drop]
irDropWorstVdd_v = 0.000633
power.density_nw_per_um2 = 839
p_total_uw = 346
p_leak_nw = 0.119

[min_path]
hp-class = flip-flop to flip-flop

[run_status]
status = complete, no violations
stage by stage:
stage                     utilization, %  setup slack, ps
after floorplan                        -              403
after global placement              11.4              296
after detailed placement            11.4              268
after CTS                           12.1              243
after global routing                12.1              133
final                               12.1              249
layout by cell type, fill, tap and decap left out, drive strengths merged:
cell and instances:
a21oi 2, and2 1, clkbuf 3, clkdlybuf4s50 1
dfxtp 8, ha 1, mux2i 1, nand2 3
nand3 2, nand4 1, nand4bb 1, nor2 3
nor2b 1, nor3b 1, o21ai 1, or3 1
xnor2 3
power by group:
part           switching, mW  internal (mW)
registers                  0          0.200
logic                      0              0
clock network         0.0606         0.0853
total                 0.0606          0.285
cells by family after synthesis:
logic type | Yosys count
AND-OR/OR-AND | 3
XOR/XNOR | 3
adder cells (fa/ha/maj) | 1
flip-flops | 8
multiplexers | 1
AND/OR/NAND/NOR | 14
path summary, 6_finish.rpt:
path                                         startpoint                 endpoint  slack, ps  cells after the start
worst max register to register  reg_count[0]$_SDFF_PN0_  reg_count[1]$_SDFF_PN0_        250                      4
worst min register to register  reg_count[0]$_SDFF_PN0_  reg_count[0]$_SDFF_PN0_        470                      1
worst max-delay path            reg_count[0]$_SDFF_PN0_  reg_count[1]$_SDFF_PN0_        250                      4
worst min-delay path            reg_count[0]$_SDFF_PN0_  reg_count[0]$_SDFF_PN0_        470                      1
flip-flops by register name, indices dropped and copies added (netlist names):
name / flops
reg_count: 7
fim: 1
layer usage:
metal / global-route usage, % / up-vias
met5: 0 / -
met2: 2.65 / 4
li1: - / 115
met4: 0.528 / 0
met1: 1.82 / 91
met3: 1.36 / 2
area by class of cell:
cell class              count  area share, %
multi-input cells          22           39.2
repair buffers              1           2.43
flip-flops and latches      8           38.9
clock buffers               3           5.47
well taps                  46           14.0
Power figures rest on the tool's default switching activity, not on a simulated workload.
