[./config.mk]
export PLATFORM = sky130hd
export DESIGN_NAME = mod10
export DESIGN_NICKNAME = mod10
export VERILOG_FILES = /design/flow/design.v
export SDC_FILE = /design/flow/constraint.sdc
export NUM_CORES = 4
export LEC_CHECK = 1
export CORE_AREA = 10 10 70 70
export DIE_AREA = 0 0 80 80
[./constraint.sdc]
current_design mod10

set clk_period 2.4
set clk_io_pct 0.2

create_clock -name clk0 -period $clk_period [get_ports {clock}]

set non_clock_inputs [all_inputs -no_clocks]
set_input_delay [expr $clk_period * $clk_io_pct] -clock clk0 $non_clock_inputs
set_output_delay [expr $clk_period * $clk_io_pct] -clock clk0 [all_outputs]
[./design.v]
module mod10(
    output wire [3:0]   ones, 
    output wire       tc, zero,
    input wire        clearn, loadn, clock, en,
    input wire  [3:0] data); 
    reg [3:0] counter; 
    always @(posedge clock, negedge clearn)
        begin
          if (clearn == 1'b0)
              counter <= 0;
          else
            if (en == 1'b0)
              begin
                if (loadn == 1'b0)
                  counter <= data;
              end
            else 
              begin
                if (counter == 0)
                  counter <= 9;
                else
                  counter <= counter - 1;
              end 
        end
  assign tc = ((counter == 0) && (en == 1'b1)) ? 1'b1 : 1'b0;
  assign zero = (counter == 0) ? 1'b1 : 1'b0;
  assign ones = counter;
endmodule
[./run.sh]
#!/bin/bash
# OpenROAD 26Q1-2900-gdf79404cd8, Yosys 0.63+post, stock flow scripts
make -C /OpenROAD-flow-scripts/flow DESIGN_CONFIG=/design/flow/config.mk WORK_HOME=/design/flow/orfs finish
==> reports/results.txt <==
Status - completed
Seq pwr share - 40.0%
Core Region - 3420 µm²
Final period util - 88.1%
Site Rows - 21
CP Capture Type - output port
PD cells - 591 nW/µm²
WL final - 845 µm
# H-tree levels - 1
P_leak - 0.163 nW
Late-Pin Clk Latency - 0.24 ns
Clk pin slew, worst setup/hold paths - 0.04 ns
Switching part of the total - 29.3%
Count of library flops with an enable pin - 0
Synth Seq Share - 38.8%
Ys Warns - 1
Initial drt markers - 44
Total grt overflow - 0
Final slew viol count - 0
Worst setup SP type - register
NetSw - 0.0816 mW
Initial core utilization - 7.55%
Power, Total - 0.278 mW
Share of post-route cells with drive strength above 1 - 15.9%
Detailed placer's ending HPWL - 694 µm
Drt drc - 0
Setup Viol. Count Final - 0
Cts repair resizes - 0
Slew headroom - 78.5%
Syn Inst Count - 28
Total track usage - 2.69%
Ant. Diodes - 0
FF+latch count, synth - 4
Fin Setup TNS - 0 ns
GPL Wtd Cong - 0.650
Wire per inst - 9.39 µm
Peak supply drop - 0.154 mV
R2R Setup Slk - 1.32 ns
Clk sinks - 4
Area reported by Yosys stat - 258 µm²
Final worst slack - 0.285 ns
Distinct cell type count after synthesis - 18
Drt via density - 3.00
Die X - 80 µm
Area grow syn2layout - 82.5%
Comb pwr share - 29.5%
Async S/R FF share, synth - 100%
Crit path arrival time - 1.63 ns
Vias in the first global route - 271
Largest net degree at the start of global routing - 10
Crit Reg-Reg Startpoint - counter[0]
Largest regs - counter: 4 flops
Crit Path Category - register to output port
Slowest stage cell, crit path - dfrtp_1
CTS tree - yes
IO Count - 14
Critical path's top delay family - flip-flops
First-pass GRT wire length - 1320 µm
Post-CTS setup buffers - 0
Ys flop type - dfrtp_1
Area leader share - 38.8%
Cell type with the largest total area - dfrtp_1
Worst min-delay path category - input pin to asynchronous set/reset pin
Crit-path cells - nor4_2 > and2_1 > clkdlybuf4s50_1
Syn_area_per_cell - 9.21 µm²
RR Endpoint - counter[1]
Final hold slack - 0.442 ns
Reg2Reg Depth - 3
RSZ-0062 raised after global routing - false
TritonCTS Buffers - 3
Die Y - 80 µm
Top cells by area - dfrtp_1, o21ai_0, nor3_4
Worst Tran Pin Value - 0.323 ns
Largest Register - counter
Final Hold Fails - 0
Max Fclk - 473 MHz
WP buf/inv - 1
Post-route ant nets - 0
Worst Path Max Fanout - 8
Int Pwr - 0.196 mW
Power share of the clock group - 30.5%
Die area - 6400 µm²
Synth Cell Area - 258 µm²
Ranking of synthesized cells by instance count - dfrtp_1, o21ai_0
Initial antenna violation count - 0
Total number of vias - 270
Max reg flops - 4
Clock Path Buffers - 2
First-pass DRT Iterations - 4
OpenROAD warning count - 25
Fin crit period - 2.11 ns
Post-Route Skew - 0.00368 ns
DP Worst Slack - 0.366 ns
# hold bufs at CTS - 0
Slowest cell delay on critical path - 0.48 ns
Crit path DRT - 1.92 ns
CTS Root Cell - clkbuf_4
Max cap viols - 0
Yosys stat cell total - 28
Port Buffer Count - 13
[logic make-up (layout without fill, tap and decap cells)]
| family | Yosys count | after routing | synth area share (%) |
|---|---|---|---|
| AOI/OAI and AO/OA | 10 | 10 | 24.3 |
| and+or+nand+nor | 10 | 10 | 28.6 |
| DFF | 4 | 4 | 38.8 |
| buffers and inverters | 3 | 19 | 4.85 |
| xor gates and xnor gates | 1 | 1 | 3.40 |
[how the worst max path moves through the flow]
stage	start	endpoint	slack [ns]	depth (start not counted)
final	counter[0]	tc	0.29	3
after global routing	counter[0]	tc	0.23	3
after CTS	counter[1]	tc	0.27	3
[through the flow]
step,instances,cell area (µm²),utilization (%)
after floorplan,28,258,-
after global placement,87,448,13.1
after detailed placement,87,448,13.1
after CTS,90,470,13.8
after global routing,90,470,13.8
final,90,470,13.8
[per-layer routing]
metal | vias to the layer above | wire length, µm | GRT usage [%]
li1 | 133 | - | -
met5 | - | 0 | 0
met3 | 2 | 182 | 2.84
met2 | 15 | 273 | 2.89
met1 | 120 | 362 | 3.41
met4 | 0 | 27 | 0.704
[final cells by class]
cell class	instances	area, µm²
Clock buffer	3	22.5
Fill cell	399	2950
Inverter	2	7.51
Multi-Input combinational cell	21	145
Sequential cell	4	100
Tap cell	46	57.6
Timing Repair Buffer	14	138
[power by group through the flow]
| stage | Clock (mW) | Sequential [mW] | Combinational, mW |
|---|---|---|---|
| 4_1_cts | 0.0881 | 0.111 | 0.0841 |
| 5_1_grt | 0.0909 | 0.115 | 0.0933 |
| 6_report | 0.0848 | 0.111 | 0.0821 |
[placed cells by master, fill, tap and decap left out, drive strengths merged]
cell	Yosys	final
a31oi	1	1
nor3	1	1
clkbuf	0	3
inv	2	2
xnor2	1	1
nand2	1	1
a21oi	1	1
clkdlybuf4s50	0	13
and2	3	3
a211oi	2	2
nor4	1	1
o311ai	1	1
dfrtp	4	4
nor2	1	1
o21ai	4	4
buf	1	1
nor2b	2	2
nand3	1	1
a22oi	1	1
Power is estimated from default activity; no workload was simulated.
